**/design/flow/design.v**
```verilog
module jtag
    #(
    parameter DATA_INSTRACTION = 10,
    parameter DATA_DATA = 8,
    parameter FIFO_DEPTH = 16
    )
    (
    input logic clk,
    input logic rst,
    input logic [15:0] len,
    input logic op,
    input logic work,
    output logic busy,
    input logic tdo,
    output logic tdi,
    output logic tck,
    output logic tms,
    output logic [(DATA_INSTRACTION-1):0] wdata_instraction,
    output logic wr_instraction,
    input logic full_instraction,
    input logic  [(DATA_INSTRACTION-1):0] rdata_instraction,
    output logic rd_instraction,
    input logic empty_instraction,
    input logic [($clog2(FIFO_DEPTH) - 1):0] usedw_instraction,
    output logic [(DATA_DATA-1):0] wdata_data,
    output logic wr_data,
    input logic full_data,
    input logic  [(DATA_DATA-1):0] rdata_data,
    output logic rd_data,
    input logic empty_data,
    input logic [($clog2(FIFO_DEPTH) - 1):0] usedw_data
    );
typedef enum logic [2:0] {ST_IDLE, ST_INSTRACTION, ST_TDI, ST_TDO, ST_PRE_TDO, ST_PRE_TDI, ST_PRE_INSTRACTION} state_type;
localparam FREQUENCY_DIVIDER = 1;
localparam DELAY= FREQUENCY_DIVIDER * 2;
localparam DATA_TMS = 4;
localparam GO_SHIFT_IR = 4'b1100;
localparam GO_SHIFT_DR = 4'b0100;
localparam GO_EXIT = 4'b1100;
logic [15:0] count;
logic [(DATA_TMS - 1) :0] shifttms;
logic [(DATA_TMS - 1) :0] nextshifttms;
logic [(DATA_INSTRACTION - 1) :0] shiftinstraction;
logic [(DATA_INSTRACTION - 1) :0] nextshiftinstraction;
state_type state;
logic countenable;
always_ff @(posedge clk) begin
    if (rst) begin
            count <= 0;
        end
    else if ((FREQUENCY_DIVIDER * 2 * len + FREQUENCY_DIVIDER * 4 * DATA_TMS + 2 * DELAY) == count) begin
            count <= 0;
        end
    else if (countenable == 1) begin
            count <= count + 1;
        end
    else begin
        count <= 0;
    end
end
always_ff @ (negedge clk) begin
    if (rst) begin
        nextshiftinstraction <= 0;
        nextshifttms <= 0;
    end
    else begin
        nextshiftinstraction <= shiftinstraction;
        nextshifttms <= shifttms;
    end
end
assign tms = nextshifttms [(DATA_TMS - 1)];
assign tdi = nextshiftinstraction [(DATA_INSTRACTION - 1)];
always_ff @(posedge clk) begin
    if (rst) begin
        shiftinstraction <= 0;
        shifttms <= 0;
        state <= ST_IDLE;
        countenable <= 0;
        rd_data <=0; rd_instraction <=0; 
        busy <=0;
    end 
    else begin
        case (state)
            ST_IDLE : begin
                shiftinstraction <= 0;
                shifttms <= 0;
                rd_data <=0; rd_instraction <=0; 
                if ((work == 1) && (op == 0)) begin
                    state <= ST_PRE_INSTRACTION;
                    busy <= 1;
                end 
                if ((work == 1) && (op == 1)) begin
                    state <= ST_PRE_TDO;
                    busy <= 1;
                end 
            end
            ST_INSTRACTION : begin 
                if ((FREQUENCY_DIVIDER * 2 * len + FREQUENCY_DIVIDER * 4 * DATA_TMS + 2 * DELAY) == count) begin 
                    rd_instraction <= 0;
                    state <= ST_IDLE;
                    busy <= 0;
                    countenable <= 0;
                end
                else if (count == (DELAY - FREQUENCY_DIVIDER * 2)) begin
                    shifttms [(DATA_TMS - 1):0] <= GO_SHIFT_IR;
                end
                else if ((count > (DELAY - 1)) && (count < (FREQUENCY_DIVIDER * 2 * len + FREQUENCY_DIVIDER * 4 * DATA_TMS + DELAY)) && (count[FREQUENCY_DIVIDER - 1] == 0)) begin 
                    if (count < ((DATA_TMS + 1) * FREQUENCY_DIVIDER * 2 + DELAY)) begin
                        if (count == (DATA_TMS * FREQUENCY_DIVIDER * 2 + DELAY)) begin
                            shifttms <= {nextshifttms[(DATA_TMS - 2):0], 1'b0};
                            shiftinstraction [(DATA_INSTRACTION - 1):0] <= rdata_instraction [(DATA_INSTRACTION - 1):0];
                            rd_instraction <= 1;
						end
                        else begin
                            shifttms <= {nextshifttms[(DATA_TMS - 2):0], 1'b0};
                            rd_instraction <= 0;
                        end
                    end
                    else if (count < ((DATA_TMS + len) * FREQUENCY_DIVIDER * 2 + DELAY)) begin
                        if (count == ((DATA_TMS + len - 1) * FREQUENCY_DIVIDER * 2 + DELAY)) begin 
                            shifttms [(DATA_TMS - 1):0] <= GO_EXIT;
                            shiftinstraction <= {nextshiftinstraction [(DATA_INSTRACTION - 2):0], 1'b0};
                            rd_instraction <= 0;
						end
                        else begin
                            shiftinstraction <= {nextshiftinstraction [(DATA_INSTRACTION - 2):0], 1'b0};
                            rd_instraction <= 0;
                        end
                    end
                    else if (count < ((DATA_TMS * 2 + len)  * FREQUENCY_DIVIDER * 2 + DELAY)) begin
                        shifttms <= {nextshifttms[(DATA_TMS - 2):0],1'b0};
                        rd_instraction <= 0;
                    end
                end 
                else begin
                    rd_instraction <= 0;
                end 
            end
            ST_TDO : begin 
                if ((FREQUENCY_DIVIDER * 2 * len + FREQUENCY_DIVIDER * 4 * DATA_TMS + 2 * DELAY) == count) begin 
                    rd_instraction <= 0;
                    state <= ST_IDLE;
                    busy <= 0;
                    countenable <= 0;
                end
                else if (count == (DELAY - FREQUENCY_DIVIDER * 2)) begin
                    shifttms [(DATA_TMS - 1):0] <= GO_SHIFT_DR;
                end
                else if ((count > (DELAY - 1)) && (count < (FREQUENCY_DIVIDER * 2 * len + FREQUENCY_DIVIDER * 4 * DATA_TMS + DELAY)) && (count[FREQUENCY_DIVIDER - 1] == 0)) begin 
                    if (count < ((DATA_TMS + 1)  * FREQUENCY_DIVIDER * 2 + DELAY)) begin
                        shifttms <= {nextshifttms[(DATA_TMS - 2):0], 1'b0};
                    end
                    else if (count == ((DATA_TMS + len - 1)  * FREQUENCY_DIVIDER * 2 + DELAY)) begin 
                        shifttms [(DATA_TMS - 1):0] <= GO_EXIT;
                    end
                    else if (count < ((DATA_TMS * 2 + len)  * FREQUENCY_DIVIDER * 2 + DELAY)) begin
                        shifttms <= {nextshifttms[(DATA_TMS - 2):0], 1'b0};
                    end
                end 
            end
            ST_PRE_TDO : begin  
                state <= ST_TDO;
                countenable <= 1;
            end
            ST_PRE_INSTRACTION : begin  
                state <= ST_INSTRACTION;
                countenable <= 1;
            end
            default : begin 
                state <= ST_IDLE;
            end
         endcase
    end
end
always_ff @(posedge clk) begin
    if(rst) begin
        tck <= 0;
    end 
     else if (count == DELAY) begin
                tck <= 1;
        end
        else if ((count[FREQUENCY_DIVIDER - 1] == 0) && (count > (DELAY)) && (count < (FREQUENCY_DIVIDER * 2 * len + FREQUENCY_DIVIDER * 4 * DATA_TMS + DELAY))) begin
                tck <= 1;
        end 
        else begin 
            tck <= 0;
        end
end
endmodule
```
**/design/flow/run.sh**
```bash
#!/bin/bash
# OpenROAD 26Q1-2900-gdf79404cd8, Yosys 0.63+post, stock flow scripts
make -C /OpenROAD-flow-scripts/flow DESIGN_CONFIG=/design/flow/config.mk WORK_HOME=/design/flow/orfs finish
```
**/design/flow/config.mk**
```make
export PLATFORM = sky130hd
export DESIGN_NAME = jtag
export DESIGN_NICKNAME = jtag
export VERILOG_FILES = /design/flow/design.v
export SDC_FILE = /design/flow/constraint.sdc
export NUM_CORES = 4
export LEC_CHECK = 1
export CORE_UTILIZATION = 50
```
**/design/flow/constraint.sdc**
```tcl
current_design jtag

set clk_period 12.1
set clk_io_pct 0.2

create_clock -name clk0 -period $clk_period [get_ports {clk}]

set non_clock_inputs [all_inputs -no_clocks]
set_input_delay [expr $clk_period * $clk_io_pct] -clock clk0 $non_clock_inputs
set_output_delay [expr $clk_period * $clk_io_pct] -clock clk0 [all_outputs]
```
==> flow_metrics.py <==
# Auto-generated metrics
metrics = {
    "route": {
        "drc": 0,
        "ant_nets": 0,
        "wl_per_cell_um": 15.8,
        "vias_per_cell": 5.75,
        "vias": 5444,
        "drtIter0Drc": 407,
        "drt-total-wl_um": 15000,
        "antenna_cells": 0,
        "drt-pass1-iter-count": 21,
    },
    "clock_network": {
        "clock_path_buffers": 2,
        "numCtsBuffers": 5,
        "post-cts-setup-buffers": 0,
        "cts_resized": 0,
        "cts_hold_buf": 0,
        "clkSlewWorstSetupHoldPaths_ns": 0.07,
        "cts_max_level": 2,
        "insertion_delay_ns": 0.37,
        "numClockSinks": 53,
        "cts_tree": "built",
        "cts_root_buf": "clkbuf_16",
    },
    "floorplan": {
        "fp_util_pct": 51.8,
        "io_pins": 77,
        "dieArea_um2": 12400,
        "die_y_um": 111,
        "fp.dieW_um": 111,
        "placementRows": 39,
        "core_um2": 11500,
    },
    "worst_setup_path": {
        "worstReg2RegEnd": "shifttms[2]",
        "reg2regPathDepth": 4,
        "critPathArrivalTime_ns": 7.15,
        "startpoint_type": "register",
        "cp.required_ns": 9.68,
        "path_cells": "clkdlybuf4s50_1",
        "regToRegSetupSlack_ns": 4.80,
        "worst-path-buf-inv": 1,
        "cp_top_family": "buffers and inverters",
        "endpoint_kind": "output pin",
        "r2r_start": "nextshifttms[1]",
        "cpMaxStageDelayCell": "clkdlybuf4s50_1",
        "critPathMaxStageDelay_ns": 0.44,
        "worstSetupPathType": "reg -> out",
        "cp_max_fo": 1,
    },
    "yosys": {
        "postSynth.asyncResetShare_pct": 0,
        "syn_area_per_cell_um2": 7.62,
        "flop_cell": "dfxtp_1",
        "ys_types": 92,
        "yosysCellCount": 784,
        "synth_area_um2": 5970,
        "postSynthSeqShare_pct": 17.8,
        "syn-instance-count": 784,
        "yosys_warnings": 21,
        "edf_count": 0,
        "yosysChipArea_um2": 5970,
        "ys_seq_elements": 53,
    },
    "place": {
        "port_buffers": 34,
        "hpwlAfterDp_um": 12000,
        "gp_congestion": 0.886,
    },
    "min_path": {
        "min_path_cells": 1,
        "worst_hold_startpoint": "shifttms[0]",
        "min_to": "shifttms[0]",
        "hp-class": "reg -> reg",
    },
    "finish": {
        "fillers": 1106,
        "drive_gt1_share_pct": 6.09,
        "area_growth_pct": 7.98,
        "layout_top_cells": "nand2_1, xnor2_1, nor2_1",
        "layout_top_cell": "nand2_1",
    },
    "job": {
        "drv_cap": 0,
        "tool_warnings": 70,
    },
    "power_and_ir_drop": {
        "powerDensity_nw_per_um2": 72.7,
        "ir_worst_vdd_mv": 0.0663,
        "power_leakage_nw": 2.37,
    },
    "sta": {
        "fin_worst_skew_ns": 0.0795,
        "rsz0062_at_grt": "false",
        "worst_hold_slack_ns": 0.469,
        "relSlewSlack_pct": 48.1,
        "fin_tns_setup_ns": 0,
        "hold_viol": 0,
        "slew_viol_final": 0,
        "worst_pin_slew_ns": 0.759,
        "finalSetupViolCount": 0,
    },
    "grt": {
        "grt_max_degree": 38,
        "grt_pass1_vias": 5030,
        "overflow": 0,
        "antenna_found_initial": 0,
        "grt_pass1_wl_um": 25400,
        "global_route.usage.total_pct": 25.8,
    },
    "status": {
        "outcome": "finished, final reports clean",
    },
}
[cell families (layout without fill, tap and decap cells)]
kind of cell | count (synthesis) | after routing | share of synthesized area (%)
AND/OR/NAND/NOR | 351 | 351 | 31.1
AND-OR/OR-AND | 142 | 142 | 16.7
XOR/XNOR | 106 | 106 | 16.2
buffers and inverters | 78 | 78 | 7.42
flip-flops | 53 | 53 | 17.8
adder cells (fa/ha/maj) | 43 | 43 | 9.01
multiplexers | 10 | 10 | 1.72
other | 1 | 21 | 0.0628
[routing by layer]
layer	routed length, um	up-vias	track usage, %
met5	0	-	0
met2	6270	131	38.1
met1	7450	2516	40.9
li1	-	2787	-
met4	170	0	3.69
met3	1110	10	3.73
[layout make-up]
type	count	area (um^2)	area share [%]
timing repair buffer	40	385	5.98
inverter	16	60.1	0.931
clock buffer	6	129	2.00
multi-input combinational	673	4540	70.4
sequential	53	1060	16.5
clock inverter	16	91.3	1.42
tap	143	179	2.78
[registers in the layout (all words and copies together) (netlist names)]
signal,flops
count,16
nextshifttms,4
tck,1
nextshiftinstraction,10
shiftinstraction,10
rd_instraction,1
shifttms,4
busy,1
countenable,1
state,5
[how the worst max path moves through the flow]
stage                  startpoint  endpoint  slack, ns  depth (start not counted)
4_1_cts           nextshifttms[3]       tms       2.52                          1
5_1_grt           nextshifttms[3]       tms       2.50                          1
6_report  nextshiftinstraction[9]       tdi       2.53                          1
[report_power, final]
part / total, mW / internal [mW] / switching (mW)
Clock: 0.179 / 0.105 / 0.0748
Combinational: 0.110 / 0.0446 / 0.0650
Sequential: 0.180 / 0.177 / 0.00244
Total: 0.469 / 0.327 / 0.142
[cell usage after synthesis (3+ instances only)]
| cell | count | share of area [%] |
|---|---|---|
| nor2_1 | 63 | 4.0 |
| inv_1 | 17 | 1.1 |
| nand3_1 | 41 | 3.4 |
| mux2i_1 | 8 | 1.3 |
| o21ai_0 | 19 | 1.6 |
| a21oi_1 | 42 | 3.5 |
| nor3_1 | 27 | 2.3 |
| nor2b_1 | 16 | 1.7 |
| o21ai_1 | 3 | 0.25 |
| and2_1 | 7 | 0.73 |
| a31oi_1 | 4 | 0.42 |
| o211ai_1 | 10 | 1.3 |
| o2111ai_1 | 6 | 0.88 |
| nand2_1 | 95 | 6.0 |
| clkbuf_1 | 24 | 1.5 |
| nor3b_1 | 4 | 0.50 |
| nand3b_1 | 11 | 1.4 |
| nand4_1 | 13 | 1.4 |
| buf_4 | 23 | 2.9 |
| xor2_1 | 33 | 4.8 |
| a21boi_1 | 3 | 0.38 |
| xnor2_1 | 70 | 10 |
| buf_2 | 5 | 0.42 |
| and3_1 | 6 | 0.63 |
| a211oi_1 | 6 | 0.75 |
| dfxtp_1 | 53 | 18 |
| o31ai_1 | 4 | 0.50 |
| or3_1 | 14 | 1.5 |
| or4_1 | 5 | 0.63 |
| nor4_1 | 15 | 1.6 |
| o21a_1 | 4 | 0.50 |
| o22ai_1 | 3 | 0.31 |
| nand2b_1 | 6 | 0.63 |
| a21o_1 | 6 | 0.75 |
| buf_6 | 5 | 0.94 |
| ha_1 | 43 | 9.0 |
| a21o_2 | 3 | 0.44 |
[per-stage QoR]
stage	setup WS (ns)	instances	instance area, um^2	utilization [%]	total power [mW]
global route	2.50	947	6450	56.0	0.497
finish	2.53	947	6450	56.0	0.469
floorplan	3.07	804	6050	-	0.275
CTS	2.52	947	6450	56.0	0.474
global placement	2.59	926	6230	54.1	0.299
detailed placement	2.58	926	6230	54.1	0.300
Power is estimated from default activity; no workload was simulated.
